==> design.v <==
`timescale 1ns / 1ps
module divider(
    input I_CLK,
    input rst,
    output reg O_CLK
    );
    parameter cycle=10;  
    reg [31:0] cnt=32'b00000000;
    initial begin
    O_CLK=0;
    end
    always @ (posedge I_CLK)
    begin
    if(rst==1)
    begin
    O_CLK=0;
    cnt=32'b00000000;
    end
    else
    begin
    cnt=(cnt+1)%cycle;
    if(cnt%(cycle/2)==0)
    begin
    O_CLK=~O_CLK;
    end
    end
    end
endmodule
==> run.sh <==
#!/bin/bash
# OpenROAD 26Q1-2900-gdf79404cd8, Yosys 0.63+post, stock flow scripts
make -C /OpenROAD-flow-scripts/flow DESIGN_CONFIG=/design/flow/config.mk WORK_HOME=/design/flow/orfs finish
==> config.mk <==
export PLATFORM = sky130hd
export DESIGN_NAME = divider
export DESIGN_NICKNAME = divider
export VERILOG_FILES = /design/flow/design.v
export SDC_FILE = /design/flow/constraint.sdc
export NUM_CORES = 4
export LEC_CHECK = 1
export CORE_UTILIZATION = 40
==> constraint.sdc <==
current_design divider

set clk_period 23.0
set clk_io_pct 0.2

create_clock -name clk0 -period $clk_period [get_ports {I_CLK}]

set non_clock_inputs [all_inputs -no_clocks]
set_input_delay [expr $clk_period * $clk_io_pct] -clock clk0 $non_clock_inputs
set_output_delay [expr $clk_period * $clk_io_pct] -clock clk0 [all_outputs]
==> README.md <==
| Item | Reported |
|---|---|
| Post-synthesis cell count | 895 |
| Slowest stage delay, CP | 0.74 ns |
| Final Max Slew Viols | 0 |
| Area share of the largest cell type after synthesis | 0.104 |
| Sequential cell area fraction in the yosys report | 0.104 |
| WL final | 17.1 mm |
| Number of vias after detailed routing | 7054 |
| Max transition margin | 0.343 |
| Die Height | 128 µm |
| FF+latch count, synth | 33 |
| Diode count | 0 |
| Total congestion overflow after global routing | 0 |
| Post-Route Skew | 0.00347 ns |
| Fin Setup TNS | 0 ns |
| Count of distinct cell types in the synthesized netlist | 100 |
| Endpoint required time on the critical path | 23.21 ns |
| Smallest hold slack | 0.480 ns |
| Per-cell routed wire length | 15.8 µm |
| Slowest CP cell | a311oi_2 |
| Achievable frequency | 60.8 MHz |
| Final hold violation count | 0 |
| DR DRC count | 0 |
| Final critical-path share of the clock period | 0.715 |
| Placeable Area | 15400 µm² |
| Post-placement setup slack | 6.86 ns |
| Asr flop ratio synth | 0 |
| Chip width | 128 µm |
| Io pins | 3 |
| H-tree levels | 2 |
| Hold buffers post-CTS | 0 |
| Setup Viol. Count Final | 0 |
| Vias in the first global route | 6131 |
| Post-synth top flop | dfxtp_1 |
| Crit start category | register |
| Yosys stat area | 6360 µm² |
| Status | finished clean |
| Crit-path most repeated cell | a21oi_1 |
| Type of destination of the critical path | register |
| RePlAce Congestion | 0.935 |
| Min Tclk post-route | 16.45 ns |
| Type of the worst setup path | register to register |
| Via-to-Cell Ratio | 6.50 |
| Number of antenna violations at the first check in global routing | 0 |
| Most frequent logic cells in the routed design | 96 x nand2_1, 82 x nor2_1, 39 x nand3_1, 39 x nor3_1, 38 x a21oi_1 |
| Clock sink count | 33 |
| Skew-Pair Late Insertion Delay | 0.27 ns |
| Largest net degree at the start of global routing | 34 |
| Die area | 16400 µm² |
| Worst Setup Slack, final | 6.55 ns |
| CTS root buffer | clkbuf_16 |
| Number of cells in the yosys synthesis report | 895 |
| CTS max path bufs | 2 |
| Warnings, synthesis | 1 |
| Worst Path Max Fanout | 12 |
| Post-detailed-placement half-perimeter wirelength | 12.8 mm |
| Residual antenna-violating net count after detailed routing | 0 |
| Row Count | 45 |
| CTS buffer count | 5 |
| Clock tree from TritonCTS | done |
| RSZ-0062 raised after global routing | no |
| Number of iterations in the first detailed-routing pass | 5 |
| Average cell area after synthesis | 7.10 µm² |
| Cell resize tally after clock tree synthesis | 0 |
| Clk slew on worst S/H paths | 0.05 ns |
| Cell type contributing the most total cell area after synthesis | dfxtp_1 |
| Transition at the pin with the smallest max-transition slack | 0.985 ns |
| Aggregate global-route resource usage | 0.212 |
| Max-cap violations | 0 |
| Fp_density | 0.414 |
| # Post-CTS Setup Buffers | 0 |
| Fraction of final layout cells sized beyond drive strength 1 | 0.110 |
| Area of the mapped netlist | 6360 µm² |
| Number of input and output port buffers inserted | 2 |
| Area Growth Syn to Fin | 5.61% |
| Number of warnings the tools reported | 28 |
| Data arrival, critical path | 16.66 ns |
| Wire length of the first global-routing pass | 29.5 mm |
| Most common cell after layout, fill and taps aside | nand2_1 |
| Starting DRT DRC Count | 884 |
| Main area contributors | dfxtp_1 10%, nand2_1 5.7%, nor2_1 4.8% |
| Number of synthesized flops with an enable pin | 0 |
| Hold/Removal Path Class | register to register |
[state kept, by name, summed over array words and instances, names as in the netlist]
register  flops
O_CLK         1
cnt          32
[area by class of cell]
cell class / count / area [µm²]
clock buffer: 5 / 125
clock inverter: 3 / 17.5
fill: 1557 / 8660
inverter: 14 / 52.6
multi-input combinational: 795 / 5410
sequential: 33 / 661
tap: 211 / 264
timing repair buffer: 24 / 185
[synth_stat cells (6+ instances only)]
master / instances
o211ai_1: 20
a211oi_1: 18
or4_1: 11
o211a_1: 7
nand2_1: 96
or3_1: 10
a21oi_1: 38
a21o_1: 7
or2_2: 7
a211o_1: 11
nand2b_1: 8
mux2i_1: 7
and3_1: 13
o31ai_1: 9
buf_2: 14
a22oi_1: 6
nand3_1: 39
xnor2_1: 34
o32ai_1: 6
a221oi_1: 7
nand4_1: 17
dfxtp_1: 33
o221ai_1: 6
xor2_1: 21
a32oi_1: 7
o22ai_1: 6
o21ai_1: 16
o311a_1: 6
ha_1: 6
nor4_1: 31
inv_1: 14
and4_1: 10
o21ai_0: 32
o2111ai_1: 13
nor2_1: 82
o21a_1: 6
clkbuf_1: 33
a31oi_1: 12
nor3_1: 39
and2_1: 7
[worst paths after layout]
kind / from / to / slack (ns) / cells after the start
min reg2reg: O_CLK$_SDFFE_PP0N_ / O_CLK$_SDFFE_PP0N_ / 0.48 / 2
max: cnt[0]$_SDFF_PP0_ / O_CLK$_SDFFE_PP0N_ / 6.55 / 49
min: O_CLK$_SDFFE_PP0N_ / O_CLK$_SDFFE_PP0N_ / 0.48 / 2
max reg2reg: cnt[0]$_SDFF_PP0_ / O_CLK$_SDFFE_PP0N_ / 6.55 / 49
[worst max-delay path: cells and delay by family, from the launching register on]
kind | cells | cell delay, ns
flops | 1 | 0.44
simple gates | 15 | 4.92
compound gates | 30 | 9.68
mux | 1 | 0.41
fa+ha+maj | 3 | 0.87
[logic make-up after synthesis]
group | after synthesis | synth area share
compound gates | 331 | 0.426
buf+inv | 67 | 0.0453
flops | 33 | 0.104
mux | 11 | 0.0181
fa+ha+maj | 6 | 0.0118
xor+xnor | 56 | 0.0783
simple gates | 391 | 0.317
[routing by layer]
layer	wire length [µm]	up-vias	share of wire	track usage
met1	8530	3262	0.50	0.329
met4	143	0	0.0084	0.0242
met3	817	17	0.048	0.0123
li1	-	3562	-	-
met5	0	-	0	0
met2	7620	213	0.45	0.335
[per-stage QoR]
stage	cells	utilization	area (µm²)
after floorplan	895	-	6360
after global placement	1077	0.427	6570
after detailed placement	1077	0.427	6570
after CTS	1085	0.437	6710
after global routing	1085	0.437	6710
final	1085	0.437	6710
