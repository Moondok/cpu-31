### flow/design.v
module dmem (
    input clk,
    input dm_w,
    input dm_r,
    input [10:0] dm_addr,
    input [31:0] dm_wdata,
    output [31:0] dm_rdata
);
reg [31:0] mem[31:0];
assign  dm_rdata=dm_r ? mem[dm_addr]:32'bz;
always @(posedge clk) 
begin
    if(dm_w)
        mem[dm_addr]<=dm_wdata;
end
endmodule  
### flow/run.sh
#!/bin/bash
# OpenROAD 26Q1-2900-gdf79404cd8, Yosys 0.63+post, stock flow scripts
make -C /OpenROAD-flow-scripts/flow DESIGN_CONFIG=/design/flow/config.mk WORK_HOME=/design/flow/orfs finish
### flow/config.mk
export PLATFORM = sky130hd
export DESIGN_NAME = dmem
export DESIGN_NICKNAME = dmem
export VERILOG_FILES = /design/flow/design.v
export SDC_FILE = /design/flow/constraint.sdc
export NUM_CORES = 4
export LEC_CHECK = 1
export CORE_UTILIZATION = 50
### flow/constraint.sdc
current_design dmem

set clk_period 5.5
set clk_io_pct 0.2

create_clock -name clk0 -period $clk_period [get_ports {clk}]

set non_clock_inputs [all_inputs -no_clocks]
set_input_delay [expr $clk_period * $clk_io_pct] -clock clk0 $non_clock_inputs
set_output_delay [expr $clk_period * $clk_io_pct] -clock clk0 [all_outputs]
==> metrics.yaml <==
clock_network:
  cts_tree: "done"
  cts_buffers: 102
  path_clk_slew_ps: 60
  htree_levels: 3
  cts-resized-gates: 0
  cts_num_sinks: 1024
  cts_root_buf: "clkbuf_16"
  cts_setup_buffers: 0
  clockBufferDepth: 3
  holdBufCountCts: 0
global_routing:
  grt_pass1_vias: 20556
  met3_usage_pct: 20.9
  grt_util_met2_pct: 37.0
  antenna_found_initial: 5
  grt_overflow: 0
  gr-usage-met1_pct: 37.6
  track_usage_pct: 27.0
  grt_pass1_wl_um: 135000
  grt_max_degree: 62
  top_usage_layer: "met1"
floorplan:
  rows: 102
  top_level_ports: 78
  core_um2: 77500
  dieArea_um2: 79300
  dieHeight_um: 282
  die_width_um: 282
  initCoreUtil_pct: 50.5
outcome:
  status: "finished clean"
power:
  fin_total_pwr_mw: 15.9
  vdd_drop_max_uv: 291
  p_leak_nw: 15.6
  power.density_nw_per_um2: 352
worst_setup_path:
  crit_start: "dm_addr[2]"
  slowest_stage: "clkdlybuf4s50_1"
  critical_path.endpoint: "dm_rdata[27]"
  cp.required_ps: 4400
  arrival_ps: 4110
  path_cells: "clkdlybuf4s50_1, or4b_4, o22ai_1, nor4_1, nand2_1, clkdlybuf4s50_1"
  cp_common_cell: "clkdlybuf4s50_1"
  crit_type: "input port to output port"
  cp-start-kind: "input port"
  crit_fanout: 23
  end_kind: "output port"
  critPathMaxStageDelay_ps: 860
hold_path:
  hold_depth: 2
  worstHoldPathType: "input port to register"
detailed_routing:
  drt_pass1_iterations: 5
  drt.antenna.violating_nets: 0
  drc: 0
  vias_per_cell: 5.88
  wl_um: 93700
  via_count: 19842
  wire_per_inst_um: 27.8
  drt_iter0_drc: 1110
sta:
  fin_crit_ps: 5210
  rsz0062_at_grt: "false"
  period_used_pct: 94.7
  setup_viol: 0
  slew_violations: 0
  fmax_ghz: 0.192
  setup_tns_ps: 0
  worstMarginPinSlew_ps: 1030
  finalHoldViolations: 0
  max_slew_margin_pct: 31.0
final_layout:
  areaGrowthSynthToFinish_pct: 15.8
  nFillCells: 5519
  largest_register_ffs: 1024
  largest_register: "mem"
  drive_gt1_share_pct: 13.3
  reg_top3: "mem (1024)"
placement:
  dp_hpwl_um: 53100
  io_buffers: 70
  gp_congestion: 0.847
synth:
  ys_cells: 2075
  synth_seq_share_pct: 78.6
  synth_cells: 2075
  synth_cell_types: 22
  synth-area-yosys_um2: 39100
  ys_ff: 1024
  synth.avg_cell_area_um2: 18.8
  synth_area_um2: 39100
  yosys_warnings: 2
flow_run:
  warnings: 33
  drv_cap: 0
## cell usage after synthesis
cell	n	area [µm²]
buf_1	1	3.75
buf_2	81	405
buf_4	2	15.0
buf_6	19	214
clkbuf_1	23	86.3
edfxtp_1	1024	30700
mux2i_1	512	5120
nand2_1	34	128
nand3_1	2	10.0
nand3b_1	4	30.0
nand4_1	1	6.26
nand4b_1	4	35.0
nand4bb_1	6	67.6
nor2_1	29	109
nor3_1	4	20.0
nor4_1	64	400
o22ai_1	256	1600
or3_1	1	6.26
or3b_2	3	26.3
or4_4	1	11.3
or4b_1	1	10.0
or4b_4	3	41.3
## cell type report
| class | instances | area, µm² | area share (%) |
|---|---|---|---|
| Antenna cell | 1 | 2.50 | 0.00553 |
| Clock buffer | 122 | 2650 | 5.85 |
| Clock inverter | 56 | 443 | 0.979 |
| Multi-Input combinational cell | 925 | 7960 | 17.6 |
| Sequential cell | 1024 | 30700 | 67.9 |
| Tap cell | 1040 | 1300 | 2.88 |
| Timing Repair Buffer | 207 | 2160 | 4.77 |
## kinds of logic (layout without fill, tap and decap cells)
group	count (synthesis)	in the layout	share of synthesized area [%]
flip-flops	1024	1024	78.6
multiplexers	512	512	13.1
other	0	1	0
buffers and inverters	126	385	1.85
AND-OR/OR-AND	256	256	4.10
AND/OR/NAND/NOR	157	157	2.30
## worst min path at each step
stage	slack [ps]	from	end
CTS	1220	dm_wdata[25]	mem[5][25]
global route	1250	dm_wdata[28]	mem[29][28]
finish	1260	dm_wdata[25]	mem[17][25]
## layout by cell type, fill, tap and decap left out
cell type and count:
nor2_1 1, nand4b_1 4, clkinv_8 5, nand4_1 1, or4b_2 1, o22ai_1 256
inv_6 2, nand3_1 2, inv_16 1, mux2i_1 512, clkinv_2 10, or3b_2 3
nand2_1 34, nor4_1 64, bufinv_16 5, clkbuf_1 19, or4b_4 3, buf_8 1
nor2_4 28, diode_2 1, edfxtp_1 1024, buf_4 103, clkdlybuf4s50_1 69, buf_12 34
nor3_2 4, clkbuf_16 103, nand3b_1 4, clkinv_1 33, or4_4 1, nand4bb_4 6
or3_1 1
## where the power goes
part           internal, mW  total (mW)  switching (mW)
Sequential             8.68        8.70          0.0188
Clock                  3.65        6.43            2.77
Combinational         0.319       0.784           0.464
Total                  12.7        15.9            3.26
## routing by layer
metal  vias up  routed length, µm
met5         -                242
met4        15               1760
met3       131              16200
met2      1200              42300
met1      9620              33200
li1       8876                  -
## metrics by stage
| stage | cell area, µm² | util [%] | setup slack (ps) | instances | hold WS [ps] |
|---|---|---|---|---|---|
| global placement | 42200 | 54.4 | 313 | 3196 | 1920 |
| detailed placement | 42200 | 54.4 | 285 | 3196 | 1930 |
| global route | 45300 | 58.4 | 106 | 3374 | 1250 |
| floorplan | 39100 | - | 731 | 2075 | 1200 |
| finish | 45300 | 58.4 | 290 | 3375 | 1260 |
| CTS | 45300 | 58.4 | 280 | 3374 | 1220 |
## critical path: cells and delay by family
family	cells	cell delay, ps
and+or+nand+nor	3	1460
AOI/OAI and AO/OA	1	190
buffers and inverters	2	1340
No activity file was given, so power comes from the tool's default toggle rates.
